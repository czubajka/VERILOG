==> design.v <==
module komparator (wyjscie_1, wyjscie_2, wejscie_1, wejscie_2);
input [3:0] wejscie_1;	
input [3:0] wejscie_2;		 
output reg [3:0] wyjscie_1;		 
output reg [3:0] wyjscie_2;		 
always @ (wejscie_1 or wejscie_2)     
	begin
		if (wejscie_1 <= wejscie_2)
			begin
				wyjscie_1 = wejscie_1;
				wyjscie_2 = wejscie_2;
			end
		else		 
			begin
				wyjscie_1 = wejscie_2;
				wyjscie_2 = wejscie_1;
			end
	end
endmodule
module siec (wyjscie_0, wyjscie_1, wyjscie_2, wyjscie_3, wyjscie_4, wyjscie_5, wejscie_0, wejscie_1, wejscie_2, wejscie_3, wejscie_4, wejscie_5);
				input [3:0] wejscie_0, wejscie_1, wejscie_2, wejscie_3, wejscie_4, wejscie_5;
				output wire [3:0] wyjscie_0, wyjscie_1, wyjscie_2, wyjscie_3, wyjscie_4, wyjscie_5;
				wire [3:0] wyjscie_gora_1_2, wyjscie_dol_1_2;
				wire [3:0] wyjscie_gora_4_5, wyjscie_dol_4_5;
				wire [3:0] wyjscie_gora_0_2, wyjscie_dol_0_2;
				wire [3:0] wyjscie_gora_3_5, wyjscie_dol_3_5;
				wire [3:0] wyjscie_gora_0_1, wyjscie_dol_0_1;
				wire [3:0] wyjscie_gora_3_4, wyjscie_dol_3_4;
				wire [3:0] wyjscie_gora_2_5, wyjscie_dol_2_5;
				wire [3:0] wyjscie_gora_0_3, wyjscie_dol_0_3;
				wire [3:0] wyjscie_gora_1_4, wyjscie_dol_1_4;
				wire [3:0] wyjscie_gora_2_4, wyjscie_dol_2_4;
				wire [3:0] wyjscie_gora_1_3, wyjscie_dol_1_3;
				wire [3:0] wyjscie_gora_2_3, wyjscie_dol_2_3;
	komparator k_1_2(.wyjscie_1(wyjscie_gora_1_2), .wyjscie_2(wyjscie_dol_1_2), .wejscie_1(wejscie_1), .wejscie_2(wejscie_2));
	komparator k_4_5(.wyjscie_1(wyjscie_gora_4_5), .wyjscie_2(wyjscie_dol_4_5), .wejscie_1(wejscie_4), .wejscie_2(wejscie_5));
	komparator k_0_2(.wyjscie_1(wyjscie_gora_0_2), .wyjscie_2(wyjscie_dol_0_2), .wejscie_1(wejscie_0), .wejscie_2(wyjscie_dol_1_2));
	komparator k_3_5(.wyjscie_1(wyjscie_gora_3_5), .wyjscie_2(wyjscie_dol_3_5), .wejscie_1(wejscie_3), .wejscie_2(wyjscie_dol_4_5));
	komparator k_0_1(.wyjscie_1(wyjscie_gora_0_1), .wyjscie_2(wyjscie_dol_0_1), .wejscie_1(wyjscie_gora_0_2), .wejscie_2(wyjscie_gora_1_2));
	komparator k_3_4(.wyjscie_1(wyjscie_gora_3_4), .wyjscie_2(wyjscie_dol_3_4), .wejscie_1(wyjscie_gora_3_5), .wejscie_2(wyjscie_gora_4_5));
	komparator k_2_5(.wyjscie_1(wyjscie_gora_2_5), .wyjscie_2(wyjscie_dol_2_5), .wejscie_1(wyjscie_dol_0_2), .wejscie_2(wyjscie_dol_3_5));
	komparator k_0_3(.wyjscie_1(wyjscie_gora_0_3), .wyjscie_2(wyjscie_dol_0_3), .wejscie_1(wyjscie_gora_0_1), .wejscie_2(wyjscie_gora_3_4));
	komparator k_1_4(.wyjscie_1(wyjscie_gora_1_4), .wyjscie_2(wyjscie_dol_1_4), .wejscie_1(wyjscie_dol_0_1), .wejscie_2(wyjscie_dol_3_4));
	komparator k_2_4(.wyjscie_1(wyjscie_gora_2_4), .wyjscie_2(wyjscie_dol_2_4), .wejscie_1(wyjscie_gora_2_5), .wejscie_2(wyjscie_dol_1_4));
	komparator k_1_3(.wyjscie_1(wyjscie_gora_1_3), .wyjscie_2(wyjscie_dol_1_3), .wejscie_1(wyjscie_gora_1_4), .wejscie_2(wyjscie_dol_0_3));
	komparator k_2_3(.wyjscie_1(wyjscie_gora_2_3), .wyjscie_2(wyjscie_dol_2_3), .wejscie_1(wyjscie_gora_2_4), .wejscie_2(wyjscie_dol_1_3));
	assign wyjscie_0 = wyjscie_gora_0_3;
	assign wyjscie_1 = wyjscie_gora_1_3;
	assign wyjscie_2 = wyjscie_gora_2_3;
	assign wyjscie_3 = wyjscie_dol_2_3;
	assign wyjscie_4 = wyjscie_dol_2_4;
	assign wyjscie_5 = wyjscie_dol_2_5;
endmodule				
==> run.sh <==
#!/bin/bash
# OpenROAD 26Q1-2900-gdf79404cd8, Yosys 0.63+post, stock flow scripts
make -C /OpenROAD-flow-scripts/flow DESIGN_CONFIG=/design/flow/config.mk WORK_HOME=/design/flow/orfs finish
==> config.mk <==
export PLATFORM = sky130hd
export DESIGN_NAME = siec
export DESIGN_NICKNAME = siec
export VERILOG_FILES = /design/flow/design.v
export SDC_FILE = /design/flow/constraint.sdc
export NUM_CORES = 4
export LEC_CHECK = 1
export CORE_UTILIZATION = 30
==> constraint.sdc <==
current_design siec

set clk_period 21.8
set clk_io_pct 0.2

create_clock -name clk0 -period $clk_period

set non_clock_inputs [all_inputs -no_clocks]
set_input_delay [expr $clk_period * $clk_io_pct] -clock clk0 $non_clock_inputs
set_output_delay [expr $clk_period * $clk_io_pct] -clock clk0 [all_outputs]
==> run notes <==
impl run done, here's what came out: Die H=94.69 um, Seq/Total Area, Yosys=0%, Unique cell types=69, Final Max-Slew Violation Tally=0, Tcrit/Tclk final=88.64%, ys cells=365, worst hold path class=input port to output pin, fmax=0.05175 GHz, RSZ-0062 raised after global routing=no, post-layout worst setup margin=2.476 ns, Slew @ Worst Pin=0.6042 ns, seq_cells=0, Chip Width=94.69 um, post-route ant nets=0, Hold-fix buffers, CTS=0, initial antenna violation count=0, CP Buf/Inv Count=7, final tally of setup violations=0, setup slack at placement=2.533 ns, Post-CTS Setup Inserts=0, tool warning count=32, clk_buf instances=0, slowest stage cell, crit path=clkdlybuf4s50_1, TritonRoute pass-1 iters=4, DR WL/cell=12.79 um, fp_density=31.21%, Iter 0 DRT Violations=105, placed cell count=511, Worst path top cell family by delay=AND-OR/OR-AND gates, Die ar.=0.008966 mm^2, YS warnings=1, routed wire length=6536 um, post-CTS resize count=0, CP max FO=8, Rel. slew slack=59.19%, sequential cell area=0 um^2, Final Util=38.05%, GR Util All Layers=14.85%, crit start category=input port, final hold violations=0, DR vias/cell=5.344, Crit path top cell by count=ha_1, Post-Syn Area=0.002577 mm^2, Post-Syn Area per Cell=7.062 um^2, post-DP HPWL=5515 um, via count=2731, kind of critical path=input port to output pin, vias in the first global route=2435, diode count=0, Fin Setup TNS=0 ns, Tmin final=19.32 ns, CP arrival=14.96 ns, Layout Cells excl Fill=511, largest net degree at the start of global routing=12, run status=complete, no violations, share of layout cells above drive strength 1=8.867%, CP max stage delay=0.57 ns, port buffer count=48, nature of the critical path endpoint=output pin, post-synthesis cell count=365, Max-Cap Viols=0, routability cong.=0.8356, first-pass GRT wire length=10920 um, Area Overhead vs Synth=21.89%, DRC viols=0, grt ovf=0, Core Area=0.008258 mm^2, FP Rows=33, # IOs=48, Chip Area, Yosys=0.002577 mm^2, CP Data Required Time=17.44 ns
-- routing by layer --
layer  global-route usage, %  part of all wire (%)
met1                   23.45                    54
met2                   23.50                    41
met3                  0.4085                   4.6
met4                  0.6313                  0.18
met5                       0                     0
-- cell families (layout without fill, tap and decap cells) --
kind of cell,after synthesis,in the layout,synth area share [%]
compound gates,131,131,35.39
simple gates,107,107,21.12
buf+inv,47,88,7.670
fa+ha+maj,41,41,19.66
mux,38,38,15.83
xor+xnor,1,1,0.3399
-- cell usage in the layout, fill, tap and decap left out, types with 3 or more instances in the layout --
master | Yosys | final
a21o_1 | 5 | 5
nor2b_1 | 5 | 5
nand2_1 | 36 | 36
or2_1 | 5 | 5
nand2b_1 | 3 | 3
o21a_1 | 4 | 4
o211ai_1 | 4 | 4
nand3_1 | 6 | 6
nor3_1 | 6 | 6
a22o_1 | 3 | 3
and4_1 | 3 | 3
o2111ai_1 | 3 | 3
a31oi_1 | 5 | 5
ha_1 | 38 | 38
o22ai_1 | 6 | 6
a21oi_1 | 30 | 30
and2_1 | 5 | 5
o21ai_0 | 32 | 32
inv_1 | 40 | 40
mux2_2 | 8 | 8
nor2_1 | 21 | 21
mux2i_1 | 28 | 28
a21oi_2 | 3 | 3
o31ai_1 | 5 | 5
clkdlybuf4s50_1 | 0 | 48
-- through the flow --
stage	cell area, um^2	hold WS [ns]
final	3142	9.896
after global routing	3142	10.01
after CTS	3142	9.913
after detailed placement	3142	9.900
after global placement	3142	9.908
after floorplan	2577	8.854
-- layout make-up --
type,instances,area (um^2)
inverter,40,150.1
multi-input combinational,318,2380
timing repair buffer,48,480.5
tap,105,131.4
fill,868,5116
-- final timing paths --
| kind | startpoint | endpoint | slack [ns] | depth (start not counted) |
|---|---|---|---|---|
| worst max-delay path | wejscie_5[1] | wyjscie_2[0] | 2.48 | 44 |
| worst min-delay path | wejscie_0[0] | wyjscie_5[0] | 9.90 | 6 |
-- cells in the mapped netlist, types with 3 or more instances --
master     count  area, um^2
o31ai_1        5       37.54
a21oi_2        3       26.28
or2_1          5       31.28
a22o_1         3       26.28
and4_1         3       26.28
o21a_1         4       30.03
o21ai_0       32       160.2
nor2_1        21       78.83
nand2_1       36       135.1
a31oi_1        5       31.28
nand2b_1       3       18.77
nor2b_1        5       31.28
o2111ai_1      3       26.28
and2_1         5       31.28
o211ai_1       4       30.03
ha_1          38       475.5
a21oi_1       30       150.1
a21o_1         5       37.54
nand3_1        6       30.03
nor3_1         6       30.03
inv_1         40       150.1
mux2i_1       28       280.3
mux2_2         8       90.09
o22ai_1        6       37.54
